### /design/flow/run.sh
#!/bin/bash
# OpenROAD 26Q1-2900-gdf79404cd8, Yosys 0.63+post, stock flow scripts
make -C /OpenROAD-flow-scripts/flow DESIGN_CONFIG=/design/flow/config.mk WORK_HOME=/design/flow/orfs finish
### /design/flow/constraint.sdc
current_design display_driver

set clk_period 3.2
set clk_io_pct 0.2

create_clock -name clk0 -period $clk_period [get_ports {clk}]

set non_clock_inputs [all_inputs -no_clocks]
set_input_delay [expr $clk_period * $clk_io_pct] -clock clk0 $non_clock_inputs
set_output_delay [expr $clk_period * $clk_io_pct] -clock clk0 [all_outputs]
### /design/flow/config.mk
export PLATFORM = sky130hd
export DESIGN_NAME = display_driver
export DESIGN_NICKNAME = display_driver
export VERILOG_FILES = /design/flow/design.v
export SDC_FILE = /design/flow/constraint.sdc
export NUM_CORES = 4
export LEC_CHECK = 1
export CORE_UTILIZATION = 40
### /design/flow/design.v
module display_driver (
    input wire clk,
    input wire rst_n,
    input wire [23:0] input_rgb,         
    input wire input_valid,              
    output reg [23:0] output_rgb,        
    output reg output_valid,             
    input wire output_ready,             
    output reg busy                      
);
    localparam IDLE = 2'd0;
    localparam BUFFER = 2'd1;
    localparam SEND = 2'd2;
    localparam WAIT = 2'd3;
    reg [1:0] state;
    reg [23:0] rgb_buffer;              
    always @(posedge clk or negedge rst_n) begin
        if (~rst_n) begin
            state <= IDLE;
            busy <= 1'b0;
            output_valid <= 1'b0;
            output_rgb <= 24'd0;
            rgb_buffer <= 24'd0;
        end else begin
            output_valid <= 1'b0;
            case (state)
                IDLE: begin
                    busy <= 1'b0;
                    if (input_valid) begin
                        rgb_buffer <= input_rgb;
                        busy <= 1'b1;
                        state <= BUFFER;
                    end
                end
                BUFFER: begin
                    if (output_ready) begin
                        output_rgb <= rgb_buffer;
                        output_valid <= 1'b1;
                        state <= SEND;
                    end
                end
                SEND: begin
                    output_valid <= 1'b0;
                    state <= WAIT;
                end
                WAIT: begin
                    state <= IDLE;
                end
                default: begin
                    state <= IDLE;
                end
            endcase
        end
    end
endmodule 
==> flow_summary.json <==
{
  "setup_viol": 0,
  "max_slew_margin_pct": 56.69,
  "ctsResizeCount": 0,
  "end_kind": "flip-flop",
  "grt_max_degree": 30,
  "path_clk_slew_ns": 0.08,
  "topCellsByArea": "dfrtp_1 (64%), mux2_2 (17%), mux2_4 (13%), buf_6 (1.7%), dfstp_2 (1.3%)",
  "worstReg2RegStart": "state[2]$_DFF_PN0_",
  "cts_root_buffer": "clkbuf_8",
  "placeableCoreArea_mm2": 0.004817,
  "hold_violations": 0,
  "first_pass_iters": 4,
  "clock.fmax_ghz": 0.5540,
  "clockBufferDepth": 2,
  "reg2reg_depth": 2,
  "grt_pass1_wl_um": 5340,
  "numCtsBuffers": 5,
  "syn_avg_cell_area_um2": 17.84,
  "openroad.warnings": 25,
  "yosysWarnings": 1,
  "crit_path_start_kind": "input port",
  "worstSetupPathType": "input port to flip-flop",
  "drive_above_1_share_pct": 34.88,
  "grt_pass1_vias": 1138,
  "diodes": 0,
  "finClkSkew_ns": 0.004746,
  "initial_utilization_pct": 42.21,
  "worstHoldPathType": "input port to asynchronous set/reset pin",
  "synth_seq_share_pct": 65.29,
  "netlist_area_mm2": 0.002033,
  "rows": 25,
  "power_w": 0.002319,
  "reg2reg_to": "output_rgb[2]$_DFFE_PN0P_",
  "irDropWorstVdd_mv": 0.3775,
  "htreeDepth": 2,
  "power_leakage_nw": 1.273,
  "worstSetupStartpoint": "output_ready",
  "io_buffer_count": 53,
  "grt_antenna_before_repair": 0,
  "dr_wl_met2_um": 1395,
  "ios": 54,
  "min_period_over_period_pct": 56.41,
  "cts_tree": "yes",
  "top_layer": "met4",
  "clkSinkCount": 53,
  "synthDistinctLibCells": 11,
  "viasPerCell": 4.603,
  "min_period_ns": 1.805,
  "fin_area_mm2": 0.002719,
  "drc": 0,
  "area_growth_pct": 33.72,
  "ys.flops": 53,
  "top_cell_area_share_pct": 64.00,
  "ys_cells": 114,
  "post_drt_wl_per_cell_um": 13.45,
  "dpl.hpwl_um": 2052,
  "rsz0062_at_grt": "no",
  "crit_fanout": 25,
  "r2r_slack_ns": 1.79,
  "wl_met3_um": 229,
  "drt-met1-wl_um": 1531,
  "placed_area_mm2": 0.002603,
  "final.setup.tns_ns": 0,
  "top_area_cell": "dfrtp_1",
  "worstPathArrival_ns": 1.99,
  "worstMarginPinSlew_ns": 0.6474,
  "dieWidth_um": 73.30,
  "dieArea_mm2": 0.005372,
  "drt_iter0_drc": 30,
  "slew_viol_final": 0,
  "fp.dieH_um": 73.30,
  "syn_inst": 114,
  "cts_hold_buf": 0,
  "synth_chip_area_mm2": 0.002033,
  "crit_required_ns": 3.38,
  "place_congestion": 0.7114,
  "hold_slack_ns": 0.3024,
  "cp-endpoint": "output_rgb[2]$_DFFE_PN0P_",
  "grt.total_usage_pct": 13.38,
  "clk_latency_ns": 0.30,
  "cap_violations": 0,
  "p_per_area_mw_per_mm2": 853.1,
  "cts_setup_buffers": 0,
  "vias": 1100,
  "antenna_left": 0,
  "outcome": "finished, final reports clean",
  "routed_wirelength_um": 3214,
  "grt-ovfl-total": 0
}
[flip-flops by register name (all words and copies together), names as in the netlist]
signal	cells
state	4
rgb_buffer	24
busy	1
output_rgb	24
[report_power, final]
part / internal (W) / switching, W
Combinational: 0.000590 / 0.000136
Clock: 0.000255 / 0.000197
Sequential: 0.000988 / 0.000154
Total: 0.00183 / 0.000487
[cell type report]
class / count / area (µm²)
Tap cell: 67 / 83.83
Multi-Input combinational cell: 53 / 643.1
Clock buffer: 7 / 86.33
Timing Repair Buffer: 54 / 533.0
Sequential cell: 53 / 1328
Inverter: 4 / 15.01
Clock inverter: 1 / 30.03
Fill cell: 405 / 2098
[critical path, stage by stage]
cell and delay [ns]:
clkdlybuf4s50_1 0.43, nand2_2 0.50, mux2_2 0.41
[how the worst min path moves through the flow]
| stage | slack (ns) | startpoint | to |
|---|---|---|---|
| 5_1_grt | 0.34 | rst_n | rgb_buffer[13]$_DFFE_PN0P_ |
| 6_report | 0.30 | rst_n | output_rgb[13]$_DFFE_PN0P_ |
| 4_1_cts | 0.31 | rst_n | output_rgb[13]$_DFFE_PN0P_ |
[Yosys cell counts, drive strengths merged]
cell,n
mux2,48
dfstp,1
o21ai,2
a21o,1
inv,4
dfrtp,52
clkbuf,1
buf,3
nand2,2
[layer usage]
metal / up-vias / track usage, %
li1: 509 / -
met1: 544 / 21.37
met2: 40 / 20.37
met3: 7 / 3.051
met4: 0 / 2.137
met5: - / 0
[cell usage in the layout, fill, tap and decap left out, types with 2 or more instances in the layout]
cell type,synthesis,layout
dfrtp_1,52,52
clkdlybuf4s50_1,0,52
mux2_2,30,30
mux2_4,18,18
clkbuf_8,1,6
inv_1,4,4
o21ai_0,2,2
[cell families after synthesis]
kind of cell / count (synthesis) / share of synthesized area, %
flops: 53 / 65.29
simple gates: 2 / 0.8617
compound gates: 3 / 0.8617
mux: 48 / 29.91
buf+inv: 8 / 3.076
[through the flow]
step | util [%] | instances | worst slack (ns)
after floorplan | - | 114 | 1.811
after global placement | 54.03 | 231 | 1.112
after detailed placement | 54.03 | 231 | 1.076
after CTS | 56.44 | 239 | 1.394
after global routing | 56.44 | 239 | 1.364
final | 56.44 | 239 | 1.395
