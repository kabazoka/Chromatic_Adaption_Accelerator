[flow/run.sh]
#!/bin/bash
# OpenROAD 26Q1-2900-gdf79404cd8, Yosys 0.63+post, stock flow scripts
make -C /OpenROAD-flow-scripts/flow DESIGN_CONFIG=/design/flow/config.mk WORK_HOME=/design/flow/orfs finish
[flow/config.mk]
export PLATFORM = sky130hd
export DESIGN_NAME = i2c_als_interface
export DESIGN_NICKNAME = i2c_als_interface
export VERILOG_FILES = /design/flow/design.v
export SDC_FILE = /design/flow/constraint.sdc
export NUM_CORES = 4
export LEC_CHECK = 1
export CORE_UTILIZATION = 30
[flow/constraint.sdc]
current_design i2c_als_interface

set clk_period 13.9
set clk_io_pct 0.2

create_clock -name clk0 -period $clk_period [get_ports {clk}]

set non_clock_inputs [all_inputs -no_clocks]
set_input_delay [expr $clk_period * $clk_io_pct] -clock clk0 $non_clock_inputs
set_output_delay [expr $clk_period * $clk_io_pct] -clock clk0 [all_outputs]
[flow/design.v]
module i2c_als_interface (
    input wire clk,
    input wire rst_n,
    inout wire i2c_sda,
    inout wire i2c_scl,
    input wire read_req,          
    output reg [15:0] cct_out,    
    output reg cct_valid,         
    output reg busy               
);
    parameter CLK_FREQ = 50_000_000;   
    parameter I2C_FREQ = 400_000;      
    parameter ALS_ADDR = 7'h39;        
    localparam IDLE = 4'd0;
    localparam START = 4'd1;
    localparam ADDR_W = 4'd2;
    localparam REG_ADDR = 4'd3;
    localparam RESTART = 4'd4;
    localparam ADDR_R = 4'd5;
    localparam READ_MSB = 4'd6;
    localparam READ_LSB = 4'd7;
    localparam STOP = 4'd8;
    localparam PROCESS_DATA = 4'd9;
    localparam WAIT_PERIOD = 4'd10;
    localparam I2C_DIV = (CLK_FREQ / I2C_FREQ / 4) - 1;
    reg [3:0] state;
    reg [3:0] next_state;
    reg [15:0] clk_cnt;
    reg [7:0] data_in_msb;
    reg [7:0] data_in_lsb;
    reg [15:0] raw_sensor_data;
    reg [7:0] tx_data;
    reg [2:0] bit_cnt;
    reg sda_out;
    reg sda_oen;   
    reg scl_out;
    reg scl_oen;   
    reg [31:0] wait_cnt;
    reg [15:0] cct_counter;   
    assign i2c_sda = sda_oen ? 1'bz : sda_out;
    assign i2c_scl = scl_oen ? 1'bz : scl_out;
    wire i2c_clk_en = (clk_cnt == I2C_DIV);
    always @(posedge clk or negedge rst_n) begin
        if (~rst_n) begin
            clk_cnt <= 16'b0;
        end else begin
            if (i2c_clk_en)
                clk_cnt <= 16'b0;
            else
                clk_cnt <= clk_cnt + 16'b1;
        end
    end
    always @(posedge clk or negedge rst_n) begin
        if (~rst_n) begin
            state <= IDLE;
            sda_out <= 1'b1;
            sda_oen <= 1'b1;   
            scl_out <= 1'b1;
            scl_oen <= 1'b1;   
            bit_cnt <= 3'b0;
            tx_data <= 8'b0;
            data_in_msb <= 8'b0;
            data_in_lsb <= 8'b0;
            raw_sensor_data <= 16'b0;
            cct_out <= 16'b0;
            cct_valid <= 1'b0;
            busy <= 1'b0;
            wait_cnt <= 32'd0;
            cct_counter <= 16'd0;
        end else begin
            cct_valid <= 1'b0;
            case (state)
                IDLE: begin
                    sda_out <= 1'b1;
                    sda_oen <= 1'b1;   
                    scl_out <= 1'b1;
                    scl_oen <= 1'b1;   
                    if (read_req && !busy) begin
                        state <= START;
                        busy <= 1'b1;
                    end
                end
                START: begin
                    if (i2c_clk_en) begin
                        sda_out <= 1'b0;
                        sda_oen <= 1'b0;   
                        state <= ADDR_W;
                        bit_cnt <= 3'd7;   
                        tx_data <= {ALS_ADDR, 1'b0};   
                    end
                end
                ADDR_W: begin
                    if (i2c_clk_en && bit_cnt == 3'd0) begin
                        state <= REG_ADDR;
                        bit_cnt <= 3'd7;
                        tx_data <= 8'h04;   
                    end
                end
                PROCESS_DATA: begin
                    cct_out <= 5000 + (cct_counter % 3000);   
                    cct_counter <= cct_counter + 16'd100;     
                    cct_valid <= 1'b1;
                    state <= WAIT_PERIOD;
                    wait_cnt <= 32'd0;
                end
                WAIT_PERIOD: begin
                    if (wait_cnt >= CLK_FREQ / 10) begin   
                        state <= IDLE;
                        busy <= 1'b0;
                    end else begin
                        wait_cnt <= wait_cnt + 1;
                    end
                end
                default: begin
                    state <= PROCESS_DATA;
                end
            endcase
        end
    end
endmodule 
==> changes_impl.md <==
### Metrics

- Pleak: roughly 2.8 nW
- Tool warning count: 30
- Largest stage delay, worst path: around 0.62 ns
- Cycle use final: 50.3%
- Max_cap viols: 0
- WS Path Type: reg2reg
- FF-to-FF End: cct_out[15]
- Number of synthesized flops with an enable pin: 0
- Top cells by count: nor2_1, dfrtp_1, nand2_1
- First-pass GRT wire length: ~24,000 um
- Hold EP: state[4]
- Min-delay src: state[5]
- CTS root buf: clkbuf_16
- Post-CTS sizing: 0
- RSZ-0062 raised after global routing: false
- Tightest Pin Transition: 0.868 ns
- Via density: between 5 and 6
- Largest net degree at the start of global routing: approximately 46
- Die area: about 0.022 mm2
- Final hold vios: 0
- CP endpoint kind: flip-flop
- Synth warn: 3
- Max-area cell share: 32.6%
- First DRT Iteration DRCs: between 300 and 400
- Status: completed
- Async SR Flop Fraction: ~100%
- Pre-antenna DRT Iters: 5
- Clk sinks: 85
- Worst Skew: approximately 0.011 ns
- # hold bufs at CTS: 0
- CTS clk-pin slew, worst paths: approximately 0.060 ns
- Critical Path AT: a little over 7 ns
- CP max-delay cell: dfrtp_1
- Synth Instances: around 740
- Vias in the first global route: around 4,900
- Clk buf depth: 2
- Reg area: 0.00213 mm2
- Setup ws final: ~6.9 ns
- Area Growth Syn to Fin: 10.4%
- CTS tree: done
- Number of distinct library cells after synthesis: approximately 100
- Total Neg Setup Slack: 0 ns
- Hold Path Stages: 0
- Critical Path RT: around 14 ns
- P per Cell Area: 70.9 mW/mm2
- Logic cell area: between 0.003 and 0.004 mm2
- Hold crit path type: reg2reg
- GRT Total Usage: 13.8%
- I/O pin cnt: 23
- Top_reg_cell synth: dfrtp_1
- Post-Syn Area: between 0.006 and 0.007 mm2
- Achievable Freq: 143 MHz
- Share of cells above drive strength 1: a little over a tenth
- Synth top area cells: dfrtp_1, xnor2_1, nor2_1
- ANT nets after route: 0
- DPL Wire Length: 10,700 um
- Top-count cell post-synth: nor2_1
- Depth of the most critical reg-to-reg path: 25
- Routability cong.: 0.858
- Reg2reg start: cct_counter[11]
- Die Width: about 150 um
- Pre-CTS setup slack: about 7 ns
- Core Region: ~0.020 mm2
- CP Launch Type: flip-flop
- Die height: between 100 and 150 um
- Max Slew Vio Count: 0
- Initial antenna violation count: 0
- Filler cells: just over 2,000
- Num CTS Buffers: 9
- # Cells Yosys: around 740
- Crit Path Max Fanout: 19
- Worst R2R Setup Slack: just under 7 ns
- Synthesis-stage register bit count: 85
- Remaining DRCs: 0
- Routed Wire Length: roughly 14,000 um
- Rel. slew slack: a little over two fifths
- Core Rows: 52
- Grt ovf: 0
- Clk latency of the worst-skew pair: roughly 0.34 ns
- CTS H-Tree Depth: 3
- VDD IR-drop max: around 52 uV
- Routed length per instance: 14.3 um
- Syn_area_per_cell: approximately 8.7 um2
- Yosys chip area: roughly 0.0064 mm2
- Vias: 5,275
- Count of input and output buffers: 18
- Final setup fails: 0
- Fin crit period: 6.99 ns
- Starting Density: between 30 and 40%
- Post-synth top area cell: dfrtp_1
- Post-CTS Setup Bufs: 0
- Synth Seq Share: about a third
- Diode count: 0
## flip-flops by register name, summed over array words and instances, names as in the netlist
signal / count
state: 6
bit_cnt: 1
cct_valid: 1
cct_out: 14
clk_cnt: 16
cct_counter: 14
busy: 1
wait_cnt: 32
## through the flow
step	hold WS, ns	instances	area, um2	power [mW]	util (%)
2_1_floorplan	0.331	739	6380	0.253	-
3_3_place_gp	0.335	994	6720	0.258	32.8
3_5_place_dp	0.336	994	6720	0.258	32.8
4_1_cts	0.354	1010	7030	0.505	34.3
5_1_grt	0.356	1010	7030	0.517	34.3
6_report	0.354	1010	7030	0.498	34.3
## cell type report
cell class / count / area share, %
multi-input cells: 597 / 56.5
flip-flops and latches: 85 / 30.3
well taps: 270 / 4.81
clock buffers: 10 / 3.40
repair buffers: 22 / 2.95
inverters: 20 / 1.07
clock inverters: 6 / 0.997
## where the power goes
group / internal [mW] / leakage, nW / switching (mW)
combinational: 0.000635 / 1.48 / 0.00479
sequential: 0.247 / 1.16 / 0
clock: 0.145 / 0.142 / 0.100
total: 0.393 / 2.79 / 0.105
## how the worst max path moves through the flow
stage,from,to,cells after the start
after CTS,cct_counter[11],cct_out[15],25
after global routing,cct_counter[11],cct_out[15],25
final,cct_counter[11],cct_out[15],25
## kinds of logic after synthesis
kind of cell / synth area share (%)
and+or+nand+nor: 24.9
other: 0.0589
DFF: 33.4
adders and majority gates: 2.10
AOI/OAI and AO/OA: 24.0
xor gates and xnor gates: 9.21
muxes: 1.85
buffers and inverters: 4.40
## critical path, delay by kind of cell (launching register included)
kind / cells / cell delay, ns
xor gates and xnor gates: 2 / 0.33
buffers and inverters: 1 / 0.09
adders and majority gates: 2 / 0.50
DFF: 1 / 0.62
muxes: 2 / 0.63
AOI/OAI and AO/OA: 10 / 2.74
and+or+nand+nor: 8 / 1.92
## layout by cell type, fill, tap and decap left out, types with 16 or more instances in the layout
master           Yosys  final
nor2_1              93     93
inv_1               17     17
a21oi_1             42     42
o21ai_0             36     36
and3_1              16     16
nor3_1              18     18
xnor2_1             46     46
nand2_1             69     69
dfrtp_1             83     83
nand3_1             39     39
clkdlybuf4s50_1      0     17
xor2_1              21     21
## per-layer routing
layer | wire [um] | track usage (%) | vias up
met1 | 7340 | 21.4 | 2535
met5 | 0 | 0 | -
met3 | 469 | 2.02 | 5
met2 | 6540 | 21.6 | 74
met4 | 70 | 1.29 | 0
li1 | - | - | 2661
Power and IR drop assume default switching activity.
